--- flow/config.mk ---
export PLATFORM = sky130hd
export DESIGN_NAME = Decode
export DESIGN_NICKNAME = Decode
export VERILOG_FILES = /design/flow/design.v
export SDC_FILE = /design/flow/constraint.sdc
export NUM_CORES = 4
export LEC_CHECK = 1
export CORE_AREA = 10 10 70 70
export DIE_AREA = 0 0 80 80
--- flow/constraint.sdc ---
current_design Decode

set clk_period 3.0
set clk_io_pct 0.2

create_clock -name clk0 -period $clk_period

set non_clock_inputs [all_inputs -no_clocks]
set_input_delay [expr $clk_period * $clk_io_pct] -clock clk0 $non_clock_inputs
set_output_delay [expr $clk_period * $clk_io_pct] -clock clk0 [all_outputs]
--- flow/design.v ---
module Decode(
    iIR,
    oOpcode,
    oRd, oRs1, oRs2,
    oFunct3, oFunct7,
    oImm32,
);
input wire [31:0] iIR;
output wire [6:0] oOpcode;
output wire [4:0] oRd, oRs1, oRs2;
output wire [2:0] oFunct3;
output wire [6:0] oFunct7;
output wire [31:0] oImm32;
parameter I_TYPE = 6'b0010011;
parameter R_TYPE = 6'b0110011;
parameter U_TYPE = 6'b0110111;
parameter J_TYPE = 6'b1101111;
parameter B_TYPE = 6'b1100011;
parameter S_TYPE = 6'b0100011;
wire [31:0] immI, immS, immB, immU, immJ;
wire [6:0] opcode;
assign immI = { {20{iIR[31]}}, iIR[31:20] };
assign immS = { {20{iIR[31]}}, iIR[31:25], iIR[11:7] };
assign immB = { {19{iIR[31]}}, iIR[7], iIR[30:25], iIR[11:8], 1'b0 };
assign immU = { iIR[31:12], 12'd0 };
assign immJ = { {11{iIR[31]}}, iIR[19:12], iIR[20], iIR[30:21], 1'b0 };
assign oImm32 = (opcode == I_TYPE) ? immI :
                (opcode == S_TYPE) ? immS :
                (opcode == B_TYPE) ? immB :
                (opcode == U_TYPE) ? immU :
                (opcode == J_TYPE) ? immJ : 32'd0;
assign opcode = iIR[6:0];
assign oOpcode = opcode;
assign oRd = iIR[11:7];
assign oRs1 = iIR[19:15];
assign oRs2 = iIR[24:20];
assign oFunct3 = iIR[14:12];
assign oFunct7 = iIR[31:25];
endmodule
--- flow/run.sh ---
#!/bin/bash
# OpenROAD 26Q1-2900-gdf79404cd8, Yosys 0.63+post, stock flow scripts
make -C /OpenROAD-flow-scripts/flow DESIGN_CONFIG=/design/flow/config.mk WORK_HOME=/design/flow/orfs finish
==> out/notes.md <==
The run finished with clean final reports. The run gives 4 for the total iterations of the first detailed-routing run. In this run, the number of DRC markers left after iteration 0 of detailed routing was 12.

The die extent in y was 80 microns; the pin slew with the least headroom to its limit was 487 ps. After layout, the design draws a total of 0.000156 W. Dividing the detail-routed via count by the number of cells gives 4.50. The worst min-delay path class was primary input to primary output. The number of hold violations in the final report came out at 0. The leakage power is 0.639 nW. The total area inside the core boundary comes to 3420 sq um. For this design, the CTS-stage hold fixing added 0 buffers.

The initial antenna violation count is 0. The run gives 0 for the total of max-cap violations. The routed design ends up with an antenna cell count of 0. The adder and majority gate portion of the synthesized area was 0. The warning tally printed by Yosys for this design is 2. The post-layout period usage of the worst path came out at 0.967.

Among logic cells in the layout, the one with the most instances is clkdlybuf4s50_1. Per the timing report, the achievable frequency comes out to 345 MHz. The critical path depth in cells came out at 6. The count of nets left with antenna violations once routing finished came out at 0. After floorplanning, the core was divided into 21 placement rows.

Detailed routing inserted a total of 1,009 vias. The synthesized netlist has a Yosys-reported chip area of 777 sq um. With the biggest cell delay along the critical path at 470 ps, the half-perimeter wire length after placement is 3140 microns.

After detailed routing, the number of remaining DRC violations is 0. The synthesized netlist contains 27 unique library cells. The required time at the worst endpoint is listed as 2400 ps.

The area of the mapped netlist came out at 777 sq um. Main logic family after synthesis: buffers and inverters. With the detailed-route wire length at 3550 microns, the count of pins over their slew limit is 0.

Compound-cell area share of the yosys netlist: 0.322. Per the post-synthesis stats, the area per cell is 7.33 sq um. By area the synthesized netlist is led by buf_4 31%, a21oi_2 11%, a21o_1 7.7%.

The first global-routing pass estimated 5330 microns of wire. The run gives 0.227 as the initial core utilization. Per STA, the worst path is made up of clkdlybuf4s50_1 > nand3b_1 > nor3_2 > buf_4 > a21o_1 > clkdlybuf4s50_1. The final worst hold slack came out at 1890 ps. For the portion of the post-synthesis area used by sequential elements, the log shows 0. The tools report the relative slew slack as 0.675.

The biggest area contributor in the post-synthesis netlist is buf_4. For this run, the final setup violation count is recorded as 0. The final weighted congestion recorded by global placement is 0.796. The sequential cells in the finished layout cover a total of 0 sq um. The layout report lists the multi-input gate area as 507 sq um. The top cell family by delay on the critical path is buffers and inverters. The pin count of the biggest net entering global routing is 19. The timing report notes that buffer and inverter cells on the critical path total 3. The highest fanout seen on the critical path came out at 8.

The share of Yosys cell area claimed by the top area cell type was 0.309; the average wire per standard cell was 15.8 microns. 96 I/O pins were placed. The share of the core filled with cells in the final layout was 0.488. The worst setup path is captured at a primary output. The arrival time at the worst endpoint is 2300 ps.

STA classifies the critical path startpoint as a primary input. The portion of netlist area occupied by mux cells works out to 0. The layout filler cell count came out at 322. The total overflow left after global routing is 0. The run gives 0.0519 mV as the worst ir drop on vdd. The slowest stage of the critical path is the clkdlybuf4s50_1 cell. The final layout contains a sequential cell count of 0.

The worst hold path passes through 2 cells. The total of clock buffers placed in the layout is 0, and the chip width is 80 microns. The tools report the via count of the first global-routing pass as 1,071. The simple-gate portion of the synthesized area is 0.280. The tools report the die footprint as 6400 sq um. The clock period minus final worst setup slack works out to 2900 ps. The tools report the aggregate global-route resource usage as 0.0995. The category of the critical setup timing path was primary input to primary output. The top cell types in the final layout, fill and taps aside, are 92 x clkdlybuf4s50_1, 14 x buf_4, 12 x nand2_1, 10 x a21oi_2, 8 x a21o_1. Across all stage logs, warnings added up to 32.

Per the placement log, port buffering inserted 96 buffers. Share of post-route cells with drive strength above 1: 0.185. The flow reported a cell area power density of 93.9 nW/um^2.

The synthesized netlist was found by Yosys to have 106 cells. The xor and xnor fraction of the mapped netlist area was 0.0338; the instance tally after logic synthesis was 106. Counting stages on the worst path, the most repeated cell is clkdlybuf4s50_1.

The run gives 114% for the area growth from synthesis to layout.
==> power by group <==
part	switching [W]	internal, W
sequential	0	0
combinational	0.0000509	0.000106
clock	0	0
==> path summary, 6_finish.rpt <==
kind	start	end	slack (ps)
max	iIR[6]	oImm32[16]	100
min	iIR[4]	oOpcode[4]	1890
==> per-stage QoR <==
step                      setup TNS [ps]  worst slack, ps  std cells  area [sq um]
final                                  0              100        224          1670
after global placement             -1160            -89.5        222          1640
after detailed placement           -2000             -132        222          1640
after floorplan                        0              964        106           777
after global routing               -6.03            -6.03        224          1670
after CTS                              0             50.1        222          1650
==> timing repair <==
action	in CTS	in global routing
endpoints found under the setup margin	31	8
resized	7	0
pin swaps	1	0
buffers inserted	0	2
==> area by class of cell <==
class                      instances  area share
timing repair buffer             112       0.661
tap                               46      0.0346
multi-input combinational         66       0.304
==> synth_stat cells, drive strengths merged <==
| cell type | count |
|---|---|
| nand3b | 1 |
| and3b | 2 |
| a31o | 1 |
| o211ai | 1 |
| nor4b | 2 |
| nor4 | 1 |
| a21o | 8 |
| a22oi | 2 |
| nor3 | 1 |
| nor2b | 2 |
| and3 | 1 |
| o2111a | 1 |
| nand4 | 1 |
| buf | 40 |
| nand2 | 12 |
| a21oi | 14 |
| xnor2 | 3 |
| a32o | 4 |
| nor2 | 1 |
| and4b | 1 |
| nor3b | 7 |
==> cells by family after synthesis <==
| kind of cell | count (synthesis) |
|---|---|
| AND/OR/NAND/NOR | 32 |
| AND-OR/OR-AND | 31 |
| buffers and inverters | 40 |
| XOR/XNOR | 3 |
==> routing by layer <==
layer,up-vias,global-route usage,routed length (microns),part of all wire
met5,-,0,0,0
met4,0,0,0,0
met3,0,0.0545,595,0.17
met2,66,0.173,1530,0.43
met1,449,0.111,1420,0.40
li1,494,-,-,-
Power is estimated from default activity; no workload was simulated.
