$ cat run.sh
#!/bin/bash
# OpenROAD 26Q1-2900-gdf79404cd8, Yosys 0.63+post, stock flow scripts
make -C /OpenROAD-flow-scripts/flow DESIGN_CONFIG=/design/flow/config.mk WORK_HOME=/design/flow/orfs finish
$ cat config.mk
export PLATFORM = sky130hd
export DESIGN_NAME = RegFile
export DESIGN_NICKNAME = RegFile
export VERILOG_FILES = /design/flow/design.v
export SDC_FILE = /design/flow/constraint.sdc
export NUM_CORES = 4
export LEC_CHECK = 1
export CORE_UTILIZATION = 30
$ cat constraint.sdc
current_design RegFile

set clk_period 5.2
set clk_io_pct 0.2

create_clock -name clk0 -period $clk_period [get_ports {iClk}]

set non_clock_inputs [all_inputs -no_clocks]
set_input_delay [expr $clk_period * $clk_io_pct] -clock clk0 $non_clock_inputs
set_output_delay [expr $clk_period * $clk_io_pct] -clock clk0 [all_outputs]
$ cat design.v
module REG32(
    iClk,
    nRst, iEn,
    iD, oQ
);
input wire iClk, nRst, iEn;
input wire [31:0] iD;
output reg [31:0] oQ;
always@(posedge iClk or negedge nRst)
begin
    if(!nRst) oQ = 32'd0;
    else begin
        if(iEn) oQ = iD;
    end
end
endmodule
module RegFile(
    iClk, nRst, iWrite,
    iAddrA, iAddrB, iAddrC,
    oRegA, oRegB, iRegC
);
input wire iClk, nRst, iWrite;
input wire [4:0] iAddrA, iAddrB, iAddrC;
output wire [31:0] oRegA, oRegB;
input wire [31:0] iRegC;
wire r1_write, r2_write, r3_write, r5_write, r6_write, r7_write, r8_write, r9_write, r10_write;
wire [31:0] r1_out, r2_out, r3_out, r4_out, r5_out, r6_out, r7_out, r8_out, r9_out, r10_out;
assign r1_write = (iAddrC == 5'b00001) && iWrite;
assign r2_write = (iAddrC == 5'b00010) && iWrite;
assign r3_write = (iAddrC == 5'b00011) && iWrite;
assign r4_write = (iAddrC == 5'b00100) && iWrite;
assign r5_write = (iAddrC == 5'b00101) && iWrite;
assign r6_write = (iAddrC == 5'b00110) && iWrite;
assign r7_write = (iAddrC == 5'b00111) && iWrite;
assign r8_write = (iAddrC == 5'b01000) && iWrite;
assign r9_write = (iAddrC == 5'b01001) && iWrite;
assign r10_write = (iAddrC == 5'b01010) && iWrite;
assign oRegA =  (iAddrA == 5'b00001) ? r1_out :
                (iAddrA == 5'b00010) ? r2_out :
                (iAddrA == 5'b00011) ? r3_out :
                (iAddrA == 5'b00100) ? r4_out :
                (iAddrA == 5'b00101) ? r5_out :
                (iAddrA == 5'b00110) ? r6_out :
                (iAddrA == 5'b00111) ? r7_out :
                (iAddrA == 5'b01000) ? r8_out :
                (iAddrA == 5'b01001) ? r9_out :
                (iAddrA == 5'b01010) ? r10_out :
                32'd0;
assign oRegB =  (iAddrB == 5'b00001) ? r1_out :
                (iAddrB == 5'b00010) ? r2_out :
                (iAddrB == 5'b00011) ? r3_out :
                (iAddrB == 5'b00100) ? r4_out :
                (iAddrB == 5'b00101) ? r5_out :
                (iAddrB == 5'b00110) ? r6_out :
                (iAddrB == 5'b00111) ? r7_out :
                (iAddrB == 5'b01000) ? r8_out :
                (iAddrB == 5'b01001) ? r9_out :
                (iAddrB == 5'b01010) ? r10_out :
                32'd0;
REG32 r1( .iClk(iClk), .nRst(nRst), .iEn(r1_write), .iD(iRegC), .oQ(r1_out) );
REG32 r2( .iClk(iClk), .nRst(nRst), .iEn(r2_write), .iD(iRegC), .oQ(r2_out) );
REG32 r3( .iClk(iClk), .nRst(nRst), .iEn(r3_write), .iD(iRegC), .oQ(r3_out) );
REG32 r4( .iClk(iClk), .nRst(nRst), .iEn(r4_write), .iD(iRegC), .oQ(r4_out) );
REG32 r5( .iClk(iClk), .nRst(nRst), .iEn(r5_write), .iD(iRegC), .oQ(r5_out) );
REG32 r6( .iClk(iClk), .nRst(nRst), .iEn(r6_write), .iD(iRegC), .oQ(r6_out) );
REG32 r7( .iClk(iClk), .nRst(nRst), .iEn(r7_write), .iD(iRegC), .oQ(r7_out) );
REG32 r8( .iClk(iClk), .nRst(nRst), .iEn(r8_write), .iD(iRegC), .oQ(r8_out) );
REG32 r9( .iClk(iClk), .nRst(nRst), .iEn(r9_write), .iD(iRegC), .oQ(r9_out) );
REG32 r10( .iClk(iClk), .nRst(nRst), .iEn(r10_write), .iD(iRegC), .oQ(r10_out) );
endmodule
==> metrics.csv <==
stage,metric,value,unit
status,status,"complete, no violations",
placed_design,hpwl,36900,µm
power_and_ir_drop,p_per_area,355,mW/mm²
synthesis,top_area_share,45.2,%
final_timing,rsz0062_at_grt,false,
synthesis,yosys_register_bits,320,
final_timing,setup_tns,0,ns
synthesis,async_reset_ff_share,100,%
placed_design,io_buffers,113,
synthesis,common_cells,"dfrtp_1, mux2_2, a21oi_1",
clock_tree,cts_buffers,39,
critical_path,crit_required,4.16,ns
critical_path,cp_data_arrival_time,3.88,ns
grt,grt_max_degree,94,
synthesis,yosys-top-cells-area,"dfrtp_1, mux2_2, mux2i_1",
finish,stdcell_count,2420,
placed_design,place_ws,0.277,ns
floorplanning,core,0.0580,mm²
clock_tree,root_buffer,clkbuf_16,
critical_path,end_kind,output pin,
final_timing,hold_violations,0,
job,max-cap-violations,0,
power_and_ir_drop,ir_drop,0.182,mV
synthesis,synth.distinct_cells,55,
synthesis,ys_seq_share,45.2,%
final_timing,skew,0,ns
clock_tree,path_clk_slew,0.06,ns
finish,area_growth_syn_to_layout,18.8,%
power_and_ir_drop,power_frac_clock,38.3,%
finish,layout-drive-gt1-share,29.5,%
job,warnings,25,
synthesis,avgSynthCellArea,11.2,µm²
final_timing,whs,0.498,ns
floorplanning,rows,88,
critical_path,path_class,input port to output pin,
grt,grt_antenna_before_repair,3,
synthesis,synthCells,1588,
placed_design,dp.cells,2352,
critical_path,path_max_fanout,37,
power_and_ir_drop,p_comb_share,16.9,%
critical_path,worstSetupStartpointType,input port,
clock_tree,cts_setup_buffers,0,
power_and_ir_drop,p_leak,8.81,nW
final_timing,period_used_share,94.7,%
route,first_pass_iters,5,
grt,first_global_vias,14555,
floorplanning,chipArea,0.0601,mm²
power_and_ir_drop,p_int,5.44,mW
clock_tree,cts.path.max_buffers,3,
floorplanning,die_w,245,µm
critical_path,startpoint,iAddrA[1],
power_and_ir_drop,totalPowerFinal,7.47,mW
final_timing,drv_slew,0,
final_timing,max_slew_margin,37.5,%
synthesis,edf_count,0,
final_timing,setup_ws,0.278,ns
placed_design,placed_area,0.0197,mm²
final_timing,worst_pin_slew,0.937,ns
power_and_ir_drop,p_sw,2.03,mW
synthesis,yosysTopAreaCell,dfrtp_1,
power_and_ir_drop,p_sw_share,27.2,%
critical_path,reg2reg_from,r2.oQ[12]$_DFFE_PN0P_,
route,vias_per_cell,5.91,
route,drt_iter0_drc,1093,
hold_path,hold_class,input port to asynchronous set/reset pin,
route,ant_nets,0,
floorplanning,num_io_pins,114,
synthesis,ys_area,0.0177,mm²
critical_path,reg2reg_depth,1,
floorplanning,initial_core_util,30.6,%
synthesis,ys_cells,1588,
final_timing,fmax,203,MHz
synthesis,yosysWarnings,2,
route,wl_per_cell,25.3,µm
route,detailroute.via_count,14304,
clock_tree,htree_levels,2,
clock_tree,cts_resized,0,
power_and_ir_drop,power_frac_seq,44.8,%
clock_tree,cts_tree,yes,
grt,grt_overflow,0,
clock_tree,ctsHoldBuffers,0,
final_timing,report.final.setup_viol,0,
synthesis,syn_area,0.0177,mm²
route,wirelength,61300,µm
critical_path,worstReg2RegEnd,r2.oQ[12]$_DFFE_PN0P_,
clock_tree,clk_latency,0.56,ns
final_timing,fin_crit,4.92,ns
finish,finish.utilization,36.3,%
floorplanning,die_h,245,µm
placed_design,gp_congestion,0.909,
synthesis,synthFlopType,dfrtp_1,
grt,track_usage,21.0,%
critical_path,r2r_setup_slack,4.37,ns
route,n_antenna_cell,0,
clock_tree,cts_sinks,320,
finish,final_area,0.0211,mm²
grt,grt_pass1_wl,93000,µm
route,drc,0,
==> power groups by stage <==
stage	clock network, mW	registers [mW]	logic (mW)
CTS	2.92	3.34	1.27
global route	3.02	3.41	1.37
finish	2.86	3.35	1.27
==> layout by cell type (no fill, tap or decap), types with 8 or more instances in the layout <==
master / instances
clkbuf_8: 10
o21ai_0: 94
a211oi_1: 20
inv_1: 8
o22ai_1: 104
dfrtp_1: 320
nor3_1: 9
mux2_2: 320
o2bb2ai_1: 63
a2bb2oi_1: 33
a21oi_1: 108
clkdlybuf4s50_1: 109
a221oi_1: 58
mux2i_1: 85
a21o_1: 9
nand2_2: 8
buf_12: 13
buf_4: 59
nand3b_1: 22
nand2_1: 41
nor3b_1: 11
clkbuf_16: 39
nor2_1: 18
==> worst max path at each step <==
stage                        to  slack (ns)  cells after the start
after CTS             oRegA[10]        0.27                      8
after global routing  oRegA[10]        0.17                      8
final                 oRegA[10]        0.28                      8
==> routing by layer <==
metal	GRT usage (%)	vias to the layer above	wire length [µm]
li1	-	6178	-
met5	0	-	41
met2	29.4	794	26100
met1	29.4	7165	25300
met4	7.81	6	2550
met3	8.94	161	7320
==> critical path: stages <==
cell and delay (ns):
clkdlybuf4s50_1 0.53, buf_12 0.24, or4b_4 0.76, buf_4 0.30, o22ai_1 0.13, a211oi_1 0.07
o22ai_1 0.27, clkdlybuf4s50_1 0.52
==> cells by family (layout without fill, tap and decap cells) <==
group           Yosys count  after routing  synth area share [%]
flops                   320            320                  45.2
compound gates          519            519                  19.7
buf+inv                 191            258                  4.92
simple gates            150            150                  4.97
xor+xnor                  1              1                0.0494
mux                     407            407                  25.2
==> area by class of cell <==
type	instances	area, µm²
fillers	5478	37000
inverters	8	30.0
clock buffers	55	1140
flip-flops and latches	320	8010
repair buffers	182	1810
well taps	765	957
multi-input cells	1077	8920
clock inverters	13	201
No activity file was given, so power comes from the tool's default toggle rates.
