==> flow/design.v <==
module ALU(
    iOP,
    iRegA, iRegB,
    oRegC,
    oNEG, oZERO
);
input  wire [3:0]  iOP;
input  wire [31:0] iRegA, iRegB;
output wire [31:0] oRegC;
output wire        oNEG, oZERO;
assign oRegC =  (iOP == 4'b0000) ? iRegA  +   iRegB  :  
                (iOP == 4'b0001) ? iRegA  -   iRegB  :  
                (iOP == 4'b0010) ? iRegA  *   iRegB  :  
                (iOP == 4'b0011) ? iRegA  <<  iRegB  :  
                (iOP == 4'b0100) ? iRegA  <<< iRegB  :  
                (iOP == 4'b0101) ? iRegA  >>  iRegB  :  
                (iOP == 4'b0111) ? iRegA  >>> iRegB  :  
                (iOP == 4'b1000) ? (iRegA >=  iRegB) :  
                (iOP == 4'b1000) ? (iRegA >   iRegB) :  
                iRegA + iRegB;
assign oNEG = oRegC[31];
assign oZERO = (oRegC == 32'd0);
endmodule
module PROCESSOR (
    iClk, nRst, iRDY,
    oMemAddr, oMemData,
    iMemData,
    oMemWrite, oMemRead
);
input wire iClk, nRst, iRDY;  
output wire [31:0] oMemAddr, oMemData;
input wire  [31:0] iMemData;
output wire        oMemWrite, oMemRead;
parameter REG_RA = 5'b11111;
wire [31:0] PC_out, PC_TEMP_out, IR_out;
wire [31:0] RA_out, RB_out, RM_out;
wire [31:0] RY_out, RZ_out;
wire [31:0] PC_adder_out;
wire [3:0] ALU_op;
wire [31:0] ALU_out;
wire ALU_zero_out, ALU_neg_out;
wire [31:0] MuxB_out;
wire [4:0] MuxC_out;
wire [31:0] MuxINC_out;
wire [31:0] MuxMA_out;
wire [31:0] MuxPC_out;
wire [31:0] MuxY_out;
reg T1, T2, T3, T4, T5;
wire [4:0] RF_AddrA, RF_AddrB, RF_AddrC;  
wire [31:0] RF_oA, RF_oB;
wire RF_Write;
wire INS_addi, INS_br, INS_ldw, INS_stw, INS_call, INS_Rtype;
wire INSX_add, INSX_sub, INSX_ret;
wire INS_beq, INS_blt;
wire [5:0] IR_Opcode;
wire [10:0] IR_OPX;  
wire [4:0] IR_src1;
wire [4:0] IR_src2;
wire [4:0] IR_dest;
wire [15:0] IR_imm16;  
wire [25:0] IR_imm26;  
wire [31:0] imm32;     
assign imm32[31:16] = {16{IR_imm16[15]}};
assign imm32[15:0]  = IR_imm16;
assign IR_src1   = IR_out[31:27];
assign IR_src2   = IR_out[26:22];
assign IR_dest   = IR_out[21:17];
assign IR_imm16  = IR_out[21:6];
assign IR_imm26  = IR_out[31:6];
assign IR_OPX    = IR_out[16:6];
assign IR_Opcode = IR_out[5:0];
wire B_Select, INC_Select, MA_Select;
wire [1:0] C_Select, Y_Select, PC_Select;
wire PC_en, PC_temp_en, IR_en;
assign RF_AddrA = IR_src1;
assign RF_AddrB = IR_src2;
assign RF_AddrC = MuxC_out;
assign RF_Write = T5 && (INS_ldw || INS_addi || INSX_add || INSX_sub || INS_call);
registers regs(
    .iClk(iClk),
    .nRst(nRst),
    .iWrite(RF_Write),
    .iAddrA(RF_AddrA),
    .iAddrB(RF_AddrB),
    .iAddrC(RF_AddrC),
    .oRegA(RF_oA),
    .oRegB(RF_oB),
    .iRegC(RY_out)
);
assign ALU_op = (INS_addi || INSX_add)            ? 4'b000  :
                (INSX_sub || INS_blt || INS_beq)  ? 4'b0001 :
                                                    4'b0000 ;
ALU u1(
    .iOP(ALU_op),
    .iRegA(RA_out),
    .iRegB(MuxB_out),
    .oRegC(ALU_out),
    .oNEG(ALU_neg_out),
    .oZERO(ALU_zero_out)
);
assign PC_en = T1 || (T3 && (INS_br || INS_call));
assign PC_temp_en = T3 && INS_call;  
assign IR_en = T1;
REG32 PC      ( .iClk(iClk), .nRst(nRst), .iEn(PC_en),      .iD(MuxPC_out), .oQ(PC_out) );
REG32 PC_Temp ( .iClk(iClk), .nRst(nRst), .iEn(PC_temp_en), .iD(PC_out),    .oQ(PC_TEMP_out) );
REG32 IR      ( .iClk(iClk), .nRst(nRst), .iEn(IR_en),      .iD(iMemData),  .oQ(IR_out) );
REG32 RA      ( .iClk(iClk), .nRst(nRst), .iEn(1'b1),       .iD(RF_oA),     .oQ(RA_out) );
REG32 RB      ( .iClk(iClk), .nRst(nRst), .iEn(1'b1),       .iD(RF_oB),     .oQ(RB_out) );
REG32 RM      ( .iClk(iClk), .nRst(nRst), .iEn(1'b1),       .iD(RB_out),    .oQ(RM_out) );
REG32 RY      ( .iClk(iClk), .nRst(nRst), .iEn(1'b1),       .iD(MuxY_out),  .oQ(RY_out) );
REG32 RZ      ( .iClk(iClk), .nRst(nRst), .iEn(1'b1),       .iD(ALU_out),   .oQ(RZ_out) );
assign PC_adder_out = PC_out + MuxINC_out;
assign B_Select = ~INS_Rtype;  
assign C_Select = INS_Rtype ?  2'b01 :   
                  INS_call  ?  2'b10 :
                  2'b00; 
assign INC_Select = T3 && INS_br;  
assign MA_Select = T1;  
assign PC_Select = INS_call ? 2'b10 :
                   INSX_ret  ? 2'b01 : 2'b00; 
assign Y_Select = (T4 && INS_ldw)  ? 2'b01 :
                  (T4 && INS_call) ? 2'b10 : 2'b00;
assign MuxB_out   = B_Select   ? imm32        : RB_out;
assign MuxINC_out = INC_Select ? imm32        : 32'd4;
assign MuxMA_out  = MA_Select  ? PC_out       : RZ_out;
assign MuxPC_out  = (PC_Select == 2'b01) ? RA_out   :
                    (PC_Select == 2'b10) ? IR_imm26 :
                     PC_adder_out;
assign MuxY_out   = (Y_Select == 2'b10) ? PC_TEMP_out :
                    (Y_Select == 2'b01) ? iMemData    :
                    RZ_out;
assign MuxC_out   = (C_Select == 2'b01) ? IR_dest :
                    (C_Select == 2'b10) ? REG_RA  :
                    IR_src2;
assign INS_addi = (IR_Opcode == 6'b000100);
assign INS_br = (IR_Opcode == 6'b000110) || (INS_beq && ALU_zero_out) || (INS_blt && (RA_out < RB_out));
assign INS_ldw = (IR_Opcode == 6'b010111);
assign INS_stw = (IR_Opcode == 6'b010101);
assign INS_beq = (IR_Opcode == 6'h26);
assign INS_blt = (IR_Opcode == 6'h16);
assign INS_call = (IR_Opcode == 6'h00);
assign INS_Rtype = (IR_Opcode == 6'h3A);
assign INSX_add = INS_Rtype && (IR_OPX == {6'h31, 5'h0});
assign INSX_sub = INS_Rtype && (IR_OPX == {6'h39, 5'h0});
assign INSX_ret = INS_Rtype && (IR_OPX == {6'h05, 5'h0});
assign oMemRead = (T1 || (T4 && INS_ldw));  
assign oMemWrite = T4 && INS_stw;  
assign oMemAddr = MuxMA_out;
assign oMemData = RM_out;
always@(posedge iClk or negedge nRst)
begin
    if(!nRst) begin
        T1 <= 1'b1;
        T2 <= 1'b0;
        T3 <= 1'b0;
        T4 <= 1'b0;
        T5 <= 1'b0;
    end
    else if(iRDY) begin
        T1 <= T5;
        T2 <= T1;
        T3 <= T2;
        T4 <= T3;
        T5 <= T4;
    end
end
endmodule
module REG32(
    iClk,
    nRst, iEn,
    iD, oQ
);
input wire iClk, nRst, iEn;
input wire [31:0] iD;
output reg [31:0] oQ;
always@(posedge iClk or negedge nRst)
begin
    if(!nRst) oQ = 32'd0;
    else begin
        if(iEn) oQ = iD;
    end
end
endmodule
module registers(
    iClk, nRst, iWrite,
    iAddrA, iAddrB, iAddrC,
    oRegA, oRegB, iRegC
);
input wire iClk, nRst, iWrite;
input wire [4:0] iAddrA, iAddrB, iAddrC;
output wire [31:0] oRegA, oRegB;
input wire [31:0] iRegC;
wire r1_write, r2_write, r3_write, r5_write, r6_write,
     r7_write, r8_write, r9_write, r10_write, r11_write,
     r12_write, r13_write, r14_write, r15_write, r16_write,
     r17_write, r18_write, r19_write, r20_write, r21_write,
     r22_write, r23_write, r24_write, r25_write, r26_write,
     r27_write, r28_write, r29_write, r30_write, r31_write;
wire [31:0] r1_out, r2_out, r3_out, r4_out, r5_out,
            r6_out, r7_out, r8_out, r9_out, r10_out,
            r11_out, r12_out, r13_out, r14_out, r15_out,
            r16_out, r17_out, r18_out, r19_out, r20_out,
            r21_out, r22_out, r23_out, r24_out, r25_out,
            r26_out, r27_out, r28_out, r29_out, r30_out, r31_out;
assign r1_write  = (iAddrC == 5'b00001) && iWrite;
assign r2_write  = (iAddrC == 5'b00010) && iWrite;
assign r3_write  = (iAddrC == 5'b00011) && iWrite;
assign r4_write  = (iAddrC == 5'b00100) && iWrite;
assign r5_write  = (iAddrC == 5'b00101) && iWrite;
assign r6_write  = (iAddrC == 5'b00110) && iWrite;
assign r7_write  = (iAddrC == 5'b00111) && iWrite;
assign r8_write  = (iAddrC == 5'b01000) && iWrite;
assign r9_write  = (iAddrC == 5'b01001) && iWrite;
assign r10_write = (iAddrC == 5'b01010) && iWrite;
assign r11_write = (iAddrC == 5'b01011) && iWrite;
assign r12_write = (iAddrC == 5'b01100) && iWrite;
assign r13_write = (iAddrC == 5'b01101) && iWrite;
assign r14_write = (iAddrC == 5'b01110) && iWrite;
assign r15_write = (iAddrC == 5'b01111) && iWrite;
assign r16_write = (iAddrC == 5'b10000) && iWrite;
assign r17_write = (iAddrC == 5'b10001) && iWrite;
assign r18_write = (iAddrC == 5'b10010) && iWrite;
assign r19_write = (iAddrC == 5'b10011) && iWrite;
assign r20_write = (iAddrC == 5'b10100) && iWrite;
assign r21_write = (iAddrC == 5'b10101) && iWrite;
assign r22_write = (iAddrC == 5'b10110) && iWrite;
assign r23_write = (iAddrC == 5'b10111) && iWrite;
assign r24_write = (iAddrC == 5'b11000) && iWrite;
assign r25_write = (iAddrC == 5'b11001) && iWrite;
assign r26_write = (iAddrC == 5'b11010) && iWrite;
assign r27_write = (iAddrC == 5'b11011) && iWrite;
assign r28_write = (iAddrC == 5'b11100) && iWrite;
assign r29_write = (iAddrC == 5'b11101) && iWrite;
assign r30_write = (iAddrC == 5'b11110) && iWrite;
assign r31_write = (iAddrC == 5'b11111) && iWrite;
assign oRegA =  (iAddrA == 5'b00001) ? r1_out  :
                (iAddrA == 5'b00010) ? r2_out  :
                (iAddrA == 5'b00011) ? r3_out  :
                (iAddrA == 5'b00100) ? r4_out  :
                (iAddrA == 5'b00101) ? r5_out  :
                (iAddrA == 5'b00110) ? r6_out  :
                (iAddrA == 5'b00111) ? r7_out  :
                (iAddrA == 5'b01000) ? r8_out  :
                (iAddrA == 5'b01001) ? r9_out  :
                (iAddrA == 5'b01010) ? r10_out :
                (iAddrA == 5'b01011) ? r11_out :
                (iAddrA == 5'b01100) ? r12_out :
                (iAddrA == 5'b01101) ? r13_out :
                (iAddrA == 5'b01110) ? r14_out :
                (iAddrA == 5'b01111) ? r15_out :
                (iAddrA == 5'b10000) ? r16_out :
                (iAddrA == 5'b10001) ? r17_out :
                (iAddrA == 5'b10010) ? r18_out :
                (iAddrA == 5'b10011) ? r19_out :
                (iAddrA == 5'b10100) ? r20_out :
                (iAddrA == 5'b10101) ? r21_out :
                (iAddrA == 5'b10110) ? r22_out :
                (iAddrA == 5'b10111) ? r23_out :
                (iAddrA == 5'b11000) ? r24_out :
                (iAddrA == 5'b11001) ? r25_out :
                (iAddrA == 5'b11010) ? r26_out :
                (iAddrA == 5'b11011) ? r27_out :
                (iAddrA == 5'b11100) ? r28_out :
                (iAddrA == 5'b11101) ? r29_out :
                (iAddrA == 5'b11110) ? r30_out :
                (iAddrA == 5'b11111) ? r31_out :
                32'd0;
assign oRegB =  (iAddrB == 5'b00001) ? r1_out  :
                (iAddrB == 5'b00010) ? r2_out  :
                (iAddrB == 5'b00011) ? r3_out  :
                (iAddrB == 5'b00100) ? r4_out  :
                (iAddrB == 5'b00101) ? r5_out  :
                (iAddrB == 5'b00110) ? r6_out  :
                (iAddrB == 5'b00111) ? r7_out  :
                (iAddrB == 5'b01000) ? r8_out  :
                (iAddrB == 5'b01001) ? r9_out  :
                (iAddrB == 5'b01010) ? r10_out :
                (iAddrB == 5'b01011) ? r11_out :
                (iAddrB == 5'b01100) ? r12_out :
                (iAddrB == 5'b01101) ? r13_out :
                (iAddrB == 5'b01110) ? r14_out :
                (iAddrB == 5'b01111) ? r15_out :
                (iAddrB == 5'b10000) ? r16_out :
                (iAddrB == 5'b10001) ? r17_out :
                (iAddrB == 5'b10010) ? r18_out :
                (iAddrB == 5'b10011) ? r19_out :
                (iAddrB == 5'b10100) ? r20_out :
                (iAddrB == 5'b10101) ? r21_out :
                (iAddrB == 5'b10110) ? r22_out :
                (iAddrB == 5'b10111) ? r23_out :
                (iAddrB == 5'b11000) ? r24_out :
                (iAddrB == 5'b11001) ? r25_out :
                (iAddrB == 5'b11010) ? r26_out :
                (iAddrB == 5'b11011) ? r27_out :
                (iAddrB == 5'b11100) ? r28_out :
                (iAddrB == 5'b11101) ? r29_out :
                (iAddrB == 5'b11110) ? r30_out :
                (iAddrB == 5'b11111) ? r31_out :
                32'd0;
REG32 r1(  .iClk(iClk), .nRst(nRst), .iEn(r1_write),  .iD(iRegC), .oQ(r1_out)  );
REG32 r2(  .iClk(iClk), .nRst(nRst), .iEn(r2_write),  .iD(iRegC), .oQ(r2_out)  );
REG32 r3(  .iClk(iClk), .nRst(nRst), .iEn(r3_write),  .iD(iRegC), .oQ(r3_out)  );
REG32 r4(  .iClk(iClk), .nRst(nRst), .iEn(r4_write),  .iD(iRegC), .oQ(r4_out)  );
REG32 r5(  .iClk(iClk), .nRst(nRst), .iEn(r5_write),  .iD(iRegC), .oQ(r5_out)  );
REG32 r6(  .iClk(iClk), .nRst(nRst), .iEn(r6_write),  .iD(iRegC), .oQ(r6_out)  );
REG32 r7(  .iClk(iClk), .nRst(nRst), .iEn(r7_write),  .iD(iRegC), .oQ(r7_out)  );
REG32 r8(  .iClk(iClk), .nRst(nRst), .iEn(r8_write),  .iD(iRegC), .oQ(r8_out)  );
REG32 r9(  .iClk(iClk), .nRst(nRst), .iEn(r9_write),  .iD(iRegC), .oQ(r9_out)  );
REG32 r10( .iClk(iClk), .nRst(nRst), .iEn(r10_write), .iD(iRegC), .oQ(r10_out) );
REG32 r11( .iClk(iClk), .nRst(nRst), .iEn(r11_write), .iD(iRegC), .oQ(r11_out) );
REG32 r12( .iClk(iClk), .nRst(nRst), .iEn(r12_write), .iD(iRegC), .oQ(r12_out) );
REG32 r13( .iClk(iClk), .nRst(nRst), .iEn(r13_write), .iD(iRegC), .oQ(r13_out) );
REG32 r14( .iClk(iClk), .nRst(nRst), .iEn(r14_write), .iD(iRegC), .oQ(r14_out) );
REG32 r15( .iClk(iClk), .nRst(nRst), .iEn(r15_write), .iD(iRegC), .oQ(r15_out) );
REG32 r16( .iClk(iClk), .nRst(nRst), .iEn(r16_write), .iD(iRegC), .oQ(r16_out) );
REG32 r17( .iClk(iClk), .nRst(nRst), .iEn(r17_write), .iD(iRegC), .oQ(r17_out) );
REG32 r18( .iClk(iClk), .nRst(nRst), .iEn(r18_write), .iD(iRegC), .oQ(r18_out) );
REG32 r19( .iClk(iClk), .nRst(nRst), .iEn(r19_write), .iD(iRegC), .oQ(r19_out) );
REG32 r20( .iClk(iClk), .nRst(nRst), .iEn(r20_write), .iD(iRegC), .oQ(r20_out) );
REG32 r21( .iClk(iClk), .nRst(nRst), .iEn(r21_write), .iD(iRegC), .oQ(r21_out) );
REG32 r22( .iClk(iClk), .nRst(nRst), .iEn(r22_write), .iD(iRegC), .oQ(r22_out) );
REG32 r23( .iClk(iClk), .nRst(nRst), .iEn(r23_write), .iD(iRegC), .oQ(r23_out) );
REG32 r24( .iClk(iClk), .nRst(nRst), .iEn(r24_write), .iD(iRegC), .oQ(r24_out) );
REG32 r25( .iClk(iClk), .nRst(nRst), .iEn(r25_write), .iD(iRegC), .oQ(r25_out) );
REG32 r26( .iClk(iClk), .nRst(nRst), .iEn(r26_write), .iD(iRegC), .oQ(r26_out) );
REG32 r27( .iClk(iClk), .nRst(nRst), .iEn(r27_write), .iD(iRegC), .oQ(r27_out) );
REG32 r28( .iClk(iClk), .nRst(nRst), .iEn(r28_write), .iD(iRegC), .oQ(r28_out) );
REG32 r29( .iClk(iClk), .nRst(nRst), .iEn(r29_write), .iD(iRegC), .oQ(r29_out) );
REG32 r30( .iClk(iClk), .nRst(nRst), .iEn(r30_write), .iD(iRegC), .oQ(r30_out) );
REG32 r31( .iClk(iClk), .nRst(nRst), .iEn(r31_write), .iD(iRegC), .oQ(r31_out) );
endmodule
==> flow/run.sh <==
#!/bin/bash
# OpenROAD 26Q1-2900-gdf79404cd8, Yosys 0.63+post, stock flow scripts
make -C /OpenROAD-flow-scripts/flow DESIGN_CONFIG=/design/flow/config.mk WORK_HOME=/design/flow/orfs finish
==> flow/config.mk <==
export PLATFORM = sky130hd
export DESIGN_NAME = PROCESSOR
export DESIGN_NICKNAME = PROCESSOR
export VERILOG_FILES = /design/flow/design.v
export SDC_FILE = /design/flow/constraint.sdc
export NUM_CORES = 4
export LEC_CHECK = 1
export CORE_UTILIZATION = 50
==> flow/constraint.sdc <==
current_design PROCESSOR

set clk_period 23.4
set clk_io_pct 0.2

create_clock -name clk0 -period $clk_period [get_ports {iClk}]

set non_clock_inputs [all_inputs -no_clocks]
set_input_delay [expr $clk_period * $clk_io_pct] -clock clk0 $non_clock_inputs
set_output_delay [expr $clk_period * $clk_io_pct] -clock clk0 [all_outputs]
==> impl_metrics.json <==
{
  "synth_flops": 1253,
  "root_buffer": "clkbuf_16",
  "antenna_found_initial": 14,
  "dieHeight_um": 364,
  "max-cap-violations": 0,
  "rsz0062_at_grt": "false",
  "dieArea_sq_um": 133000,
  "tool_warnings": 29,
  "post_cts_buffers": 0,
  "ir_worst_vdd_mv": 0.0593,
  "seq_area_frac_synth_pct": 47.8,
  "io_buffers": 100,
  "fp.dieW_um": 364,
  "syn_inst": 5954,
  "drtPass1Iterations": 7,
  "hold-worst-slack_ps": 411,
  "grt_max_degree": 107,
  "async_flop_share_pct": 100,
  "area_growth_pct": 12.3,
  "initCoreUtil_pct": 50.6,
  "clock_skew_ps": 33.5,
  "vias": 55200,
  "postPlaceCellArea_sq_um": 69300,
  "endpoint_kind": "register",
  "worst_pin_slew_ps": 1230,
  "timing.final.ws_setup_ps": 12730,
  "htreeDepth": 4,
  "cts_resized": 0,
  "clk_pin_slew_worst_paths_ps": 60,
  "grt_pass1_wl_um": 397000,
  "drc": 0,
  "top_cells_by_count": "1252 x dfrtp_1, 1087 x mux2_2, 398 x clkbuf_1",
  "post-route-util_pct": 56.8,
  "finalSetupViolations": 0,
  "p_leak_nw": 34.5,
  "pin_count": 101,
  "post-place-ws_ps": 12860,
  "synth_area_leader_cell": "dfrtp_1",
  "clk_latency_ps": 800,
  "edf_count": 0,
  "top_cells_by_area": "dfrtp_1 48%, mux2_2 19%, a22oi_1 3.5%, clkbuf_1 2.3%, nand2_1 2.2%",
  "post_drt_wl_per_cell_um": 35.6,
  "path_class": "register to register",
  "row_count": 132,
  "synth-main-ff-cell": "dfrtp_1",
  "grt_pass1_vias": 53900,
  "yosys_warnings": 3,
  "cp.required_ps": 24000,
  "cts.sinks": 1253,
  "ys_cells": 5954,
  "cts_inserted_buffers": 139,
  "relSlewSlack_pct": 18.2,
  "maxSlewViolCount": 0,
  "drt-total-wl_um": 279000,
  "crit_path_max_incr_delay_ps": 760,
  "yosys_area_sq_um": 65600,
  "pwr_density_cell_nw_per_um2": 59.5,
  "hold_viol": 0,
  "crit_path_start_kind": "register",
  "grt_usage_pct": 44.2,
  "synth_area_per_cell_sq_um": 11.0,
  "cpMaxStageDelayCell": "a2111oi_0",
  "yosysUniqueCellTypes": 96,
  "gp_congestion": 1.06,
  "tritoncts": "built",
  "maxClockFrequency_mhz": 93.7,
  "fin_setup_tns_ps": 0,
  "post-synth-top-area-fraction_pct": 47.7,
  "grt_overflow": 0,
  "most_common_cell": "dfrtp_1",
  "design_area_sq_um": 73700,
  "first_iter_violations": 5769,
  "clockBufferDepth": 3,
  "drive_gt1_share_pct": 27.6,
  "outcome": "finished, final reports clean",
  "path_max_fanout": 53,
  "fillers": 10800,
  "syn_area_sq_um": 65600,
  "crit_arrival_ps": 11270,
  "comb_area_sq_um": 32500,
  "drtAntennaViolNets": 0,
  "dpl.hpwl_um": 182000,
  "ctsHoldBuffers": 0,
  "cp_common_cell": "a21oi_1",
  "period_needed_ps": 10670,
  "layout.area.seq_sq_um": 31400,
  "coreArea_sq_um": 130000,
  "holdCritPathClass": "register to register",
  "via_per_inst": 7.05,
  "period_used_pct": 45.6
}
cells in the final DEF (no fill, tap or decap), types with 59 or more instances in the layout:
master,n
dfrtp_1,1250
mux2_2,1087
nand2_1,386
a22oi_1,310
nor2_1,288
buf_4,259
o21ai_0,224
a21oi_1,215
o22ai_1,173
clkbuf_16,141
a221oi_1,120
clkdlybuf4s50_1,99
ha_1,93
nor3_1,90
o221ai_1,84
nand3_1,81
inv_1,74
a222oi_1,69
a31oi_1,65
mux2i_1,61
and3_1,59
path summary, 6_finish.rpt:
| kind | end | slack, ps | cells after the start | startpoint |
|---|---|---|---|---|
| worst max register to register | PC.oQ[31] | 12730 | 35 | IR.oQ[5] |
| worst max-delay path | PC.oQ[31] | 12730 | 35 | IR.oQ[5] |
| worst min-delay path | RM.oQ[6] | 410 | 0 | RB.oQ[6] |
| worst min register to register | RM.oQ[6] | 410 | 0 | RB.oQ[6] |
| max in group asynchronous | regs.r23.oQ[17] | 16340 | 5 | nRst |
| min in group asynchronous | RZ.oQ[5] | 3820 | 1 | nRst |
where the power goes:
| part | leakage, nW | switching [mW] | internal, mW | total (mW) |
|---|---|---|---|---|
| logic | 15.1 | 0.0478 | 0.00816 | 0.0559 |
| registers | 17.2 | 0 | 2.17 | 2.17 |
| clock network | 2.15 | 0.935 | 1.23 | 2.16 |
cell type report:
class | count | share of cell area [%]
multi-input combinational | 4146 | 44.0
sequential | 1253 | 42.6
clock buffer | 210 | 5.42
timing repair buffer | 360 | 4.05
tap | 1742 | 2.96
clock inverter | 35 | 0.567
inverter | 75 | 0.382
antenna | 5 | 0.0170
worst max-delay path, delay by kind of cell, from the launching register on:
| kind | cells | cell delay (ps) |
|---|---|---|
| XOR/XNOR | 1 | 150 |
| AND/OR/NAND/NOR | 13 | 4000 |
| flip-flops | 1 | 530 |
| AND-OR/OR-AND | 15 | 3750 |
| buffers and inverters | 1 | 500 |
| adder cells (fa/ha/maj) | 2 | 630 |
| multiplexers | 3 | 890 |
routing by layer:
metal  share of wire [%]  track usage, %  routed length (um)  vias up
met5               0.089           0.254                 249        -
met4                 6.5            21.9               18100       16
met3                  14            22.3               39500      946
met2                  42            60.2              117000     3583
met1                  37            59.7              104000    28000
li1                    -               -                   -    22700
cells by family (layout without fill, tap and decap cells):
| group | after synthesis | after routing | share of synthesized area, % |
|---|---|---|---|
| AND-OR/OR-AND | 1619 | 1619 | 17.5 |
| flip-flops | 1253 | 1253 | 47.8 |
| multiplexers | 1180 | 1180 | 20.2 |
| AND/OR/NAND/NOR | 1173 | 1173 | 8.29 |
| buffers and inverters | 555 | 680 | 3.36 |
| adder cells (fa/ha/maj) | 95 | 95 | 1.83 |
| XOR/XNOR | 79 | 79 | 1.05 |
| other | 0 | 5 | 0 |
metrics by stage:
step / cells / total power [mW]
2_1_floorplan: 5954 / 2.21
3_3_place_gp: 7576 / 2.26
3_5_place_dp: 7576 / 2.26
4_1_cts: 7821 / 4.41
5_1_grt: 7821 / 4.50
6_report: 7826 / 4.39
Power is estimated from default activity; no workload was simulated.
